**flow/config.mk**
```make
export PLATFORM = sky130hd
export DESIGN_NAME = Transpond_Controller
export DESIGN_NICKNAME = Transpond_Controller
export VERILOG_FILES = /design/flow/design.v
export SDC_FILE = /design/flow/constraint.sdc
export NUM_CORES = 4
export LEC_CHECK = 1
export CORE_AREA = 10 10 109 109
export DIE_AREA = 0 0 119 119
```
**flow/constraint.sdc**
```tcl
current_design Transpond_Controller

set clk_period 3.8
set clk_io_pct 0.2

create_clock -name clk0 -period $clk_period

set non_clock_inputs [all_inputs -no_clocks]
set_input_delay [expr $clk_period * $clk_io_pct] -clock clk0 $non_clock_inputs
set_output_delay [expr $clk_period * $clk_io_pct] -clock clk0 [all_outputs]
```
**flow/design.v**
```verilog
`timescale 1ns / 1ps
module Transpond_Controller(
	input [31:0] Instr1,
	input [31:0] Instr2,
	input [31:0] Instr3,
	input [31:0] Instr4,
	output [1:0] ForwardRSD,
	output [1:0] ForwardRTD,
	output [1:0] ForwardRSE,
	output [1:0] ForwardRTE,
	output ForwardRTM
    );
	wire cal_irls_E,cal_r_E,cal_r_M,cal_i_M,cal_r_W,cal_i_W;
	assign cal_r_E = 
		(Instr2[31:26]==6'b000000 & Instr2[5:0]==6'b100001)|
		(Instr2[31:26]==6'b000000 & Instr2[5:0]==6'b100011);
	assign cal_irls_E = 
		(Instr2[31:26]==6'b001101)|
		(Instr2[31:26]==6'b001111)|
		(Instr2[31:26]==6'b000000 & Instr2[5:0]==6'b100001)|
		(Instr2[31:26]==6'b000000 & Instr2[5:0]==6'b100011)|
		(Instr2[31:26]==6'b100011)|
		(Instr2[31:26]==6'b101011);
	assign cal_r_M = 
		(Instr3[31:26]==6'b000000 & Instr3[5:0]==6'b100001)|
		(Instr3[31:26]==6'b000000 & Instr3[5:0]==6'b100011);
	assign cal_i_M = 
		(Instr3[31:26]==6'b001101)|
		(Instr3[31:26]==6'b001111); 
	assign cal_r_W = 
		(Instr4[31:26]==6'b000000 & Instr4[5:0]==6'b100001)|
		(Instr4[31:26]==6'b000000 & Instr4[5:0]==6'b100011);
	assign cal_i_W = 
		(Instr4[31:26]==6'b001101)|
		(Instr4[31:26]==6'b001111); 
	assign ForwardRSD = 
		Instr1[31:26]==6'b000100 & cal_i_M & Instr1[25:21]==Instr3[20:16] ? 2'b01:
		Instr1[31:26]==6'b000100 & cal_r_M & Instr1[25:21]==Instr3[15:11] ? 2'b01:
		Instr1[31:26]==6'b000100 & cal_i_W & Instr1[25:21]==Instr4[20:16] ? 2'b10:
		Instr1[31:26]==6'b000100 & cal_r_W & Instr1[25:21]==Instr4[15:11] ? 2'b10:
		Instr1[31:26]==6'b000100 & Instr4[31:26]==6'b100011 & Instr1[25:21]==Instr4[20:16] ? 2'b10:
		Instr1[31:26]==6'b000100 & Instr4[31:26]==6'b000011 & Instr1[25:21]==5'b11111    ? 2'b10:
		2'b0;
	assign ForwardRTD = 
		Instr1[31:26]==6'b000100 & cal_i_M & Instr1[20:16]==Instr3[20:16] ? 2'b01:
		Instr1[31:26]==6'b000100 & cal_r_M & Instr1[20:16]==Instr3[15:11] ? 2'b01:
		Instr1[31:26]==6'b000100 & cal_i_W & Instr1[20:16]==Instr4[20:16] ? 2'b10:
		Instr1[31:26]==6'b000100 & cal_r_W & Instr1[20:16]==Instr4[15:11] ? 2'b10:
		Instr1[31:26]==6'b000100 & Instr4[31:26]==6'b100011 & Instr1[20:16]==Instr4[20:16] ? 2'b10:
		Instr1[31:26]==6'b000100 & Instr4[31:26]==6'b000011 & Instr1[20:16]==5'b11111    ? 2'b10:
		2'b0;
	assign ForwardRSE = 
		cal_irls_E & cal_i_M & Instr2[25:21]==Instr3[20:16] ? 2'b01:
		cal_irls_E & cal_r_M & Instr2[25:21]==Instr3[15:11] ? 2'b01:
		cal_irls_E & cal_i_W & Instr2[25:21]==Instr4[20:16] ? 2'b10:
		cal_irls_E & cal_r_W & Instr2[25:21]==Instr4[15:11] ? 2'b10:
		cal_irls_E & Instr4[31:26]==6'b100011 & Instr2[25:21]==Instr4[20:16] ? 2'b10:
		cal_irls_E & Instr4[31:26]==6'b000011 & Instr2[25:21]==5'b11111    ? 2'b10:
		2'b0;
	assign ForwardRTE = 
		cal_r_E & cal_i_M & Instr2[20:16]==Instr3[20:16] ? 2'b01:
		cal_r_E & cal_r_M & Instr2[20:16]==Instr3[15:11] ? 2'b01:
		cal_r_E & cal_i_W & Instr2[20:16]==Instr4[20:16] ? 2'b10:
		cal_r_E & cal_r_W & Instr2[20:16]==Instr4[15:11] ? 2'b10:
		cal_r_E & Instr4[31:26]==6'b100011 & Instr2[20:16]==Instr4[20:16] ? 2'b10:
		cal_r_E & Instr4[31:26]==6'b000011 & Instr2[20:16]==5'b11111    ? 2'b10:
		Instr2[31:26]==6'b101011 & cal_i_M & Instr2[20:16]==Instr3[20:16] ? 2'b01:
		Instr2[31:26]==6'b101011 & cal_r_M & Instr2[20:16]==Instr3[15:11] ? 2'b01:
		Instr2[31:26]==6'b101011 & cal_i_W & Instr2[20:16]==Instr4[20:16] ? 2'b10:
		Instr2[31:26]==6'b101011 & cal_r_W & Instr2[20:16]==Instr4[15:11] ? 2'b10:
		Instr2[31:26]==6'b101011 & Instr4[31:26]==6'b100011 & Instr2[20:16]==Instr4[20:16] ? 2'b10:
		Instr2[31:26]==6'b101011 & Instr4[31:26]==6'b000011 & Instr2[20:16]==5'b11111    ? 2'b10:
		2'b0;
	assign ForwardRTM = 
		Instr3[31:26]==6'b101011 & Instr4[31:26]==6'b100011 & Instr3[20:16]==Instr4[20:16] ? 1'b1:
		Instr3[31:26]==6'b101011 & Instr4[31:26]==6'b000011 & Instr3[20:16]==5'b11111    ? 1'b1:
		1'b0;
endmodule
```
**flow/run.sh**
```bash
#!/bin/bash
# OpenROAD 26Q1-2900-gdf79404cd8, Yosys 0.63+post, stock flow scripts
make -C /OpenROAD-flow-scripts/flow DESIGN_CONFIG=/design/flow/config.mk WORK_HOME=/design/flow/orfs finish
```
==> impl_results.rst <==
Synthesis and place-and-route
=============================

.. list-table::
   :header-rows: 1

   * - Metric
     - Value
   * - Combinational cell area excluding buffers and inverters
     - ~1400 sq um
   * - Hold violation count in the final report
     - 0
   * - Detailed placement HPWL
     - ~5700 um
   * - Vias per cell
     - 4.12
   * - Reported leakage power
     - 0.803 nW
   * - Clock buffer count in the final layout
     - 0
   * - Final RePlAce weighted congestion
     - 0.926
   * - Cell-by-cell listing of the critical path
     - clkdlybuf4s50_1 -> nor4b_2 -> nand4b_1 -> buf_4 -> nor4_1 -> nand3_1 -> a31oi_1 -> clkdlybuf4s50_1
   * - Sequential cells
     - 0
   * - Final standard cell area without fillers
     - between 2000 and 2500 sq um
   * - Average wire per cell in the routed design
     - about 16 um
   * - Max-cap check violation count
     - 0
   * - YS warnings
     - 0
   * - Count of final setup violators
     - 0
   * - Min cycle time layout
     - 3.68 ns
   * - Number of cell instances after yosys synthesis
     - around 210
   * - Most numerous cell on the critical path
     - clkdlybuf4s50_1
   * - Initial antenna violation count
     - 0
   * - Yosys Chip Area
     - around 1500 sq um
   * - Post-synthesis sequential area ratio
     - 0
   * - GRT Overall Usage
     - 0.0883
   * - Number of port buffers
     - 88
   * - Area of the die
     - approximately 14,000 sq um
   * - Via count
     - 1,676
   * - OpenROAD warning count
     - 82
   * - Max transition margin
     - 0.721
   * - Initial standard-cell utilization of the core
     - 0.154
   * - Cell Pwr Density
     - just over 90 nW/um^2
   * - Achievable frequency
     - 272 MHz
   * - Slew at the pin with the worst max-slew slack
     - 0.418 ns
   * - Via count of the first global-routing pass
     - 1,724
   * - Gate Count Post-Synth
     - 211
   * - Area grow syn2layout
     - 65.1%
   * - Element type at the critical path start
     - primary input
   * - CP Data Required Time
     - around 3.0 ns
   * - Register Area
     - 0 sq um
   * - Syn_area_per_cell
     - ~7 sq um
   * - Top logic cell by instance count in the layout
     - clkdlybuf4s50_1
   * - Slowest cell on the critical path
     - clkdlybuf4s50_1
   * - First-pass iteration count of the detailed router
     - 4
   * - Sum of internal, switching and leakage power
     - 0.225 mW
   * - Netlist cell types
     - 32
   * - Wire length of the first global-routing pass
     - 10,100 um
   * - Pin count of the biggest net entering global routing
     - 7
   * - Worst VDD drop
     - around 0.000028 V
   * - Residual antenna-violating net count after detailed routing
     - 0
   * - Depth of the worst hold-timing path
     - 5
   * - Pins over their slew limit
     - 0
   * - Worst hold start
     - Instr3[27]
   * - Diode insertion count for antenna repair
     - 0
   * - Fillers
     - 1,056
   * - End point of the most critical hold path
     - ForwardRTM
   * - Final Routed Wirelength
     - roughly 6400 um
   * - Die span in y
     - 119 um
   * - Area of the core
     - just under 10,000 sq um
   * - CP Max Fanout
     - 3
   * - Post-place instance area
     - 2420 sq um
   * - Row cnt
     - 36
   * - Path type of the worst min-delay path
     - primary input to primary output
   * - Top-level I/O count
     - about 140
   * - Starting DRT DRC Count
     - ~120
   * - Final period util
     - 0.968
   * - Arrival time worst endpoint
     - a little under 3 ns
   * - Setup repair after global routing missed its margin
     - true
   * - Setup crit end kind
     - primary output
   * - Worst setup path category
     - primary input to primary output
   * - Top library cells by usage in the layout, fill and taps aside
     - 88 x clkdlybuf4s50_1, 51 x xor2_1, 33 x xnor2_1
   * - Global-route congestion overflow total
     - 0
   * - Width of the die
     - between 100 and 150 um
   * - Outcome
     - finished clean
   * - CP max stage delay
     - around 0.53 ns
   * - Netlist Area Pre-Place
     - between 1000 and 1500 sq um
   * - Ratio of cells with drive above 1 in the final layout
     - 0.0547
   * - Drt drc
     - 0
-- timing repair --
action / CTS / global route
gates cloned: 0 / 0
gates resized: 2 / 2
endpoints found under the hold margin: 0 / 0
hold buffers: 0 / 0
pin swaps: 1 / 0
buffers inserted: 1 / 0
setup endpoints to repair: 2 / 5
-- per-layer routing --
metal | vias to the layer above | global-route usage | wire, um
li1 | 852 | - | -
met1 | 755 | 0.114 | 2960
met2 | 69 | 0.147 | 2910
met3 | 0 | 0.0302 | 534
met4 | 0 | 0 | 0
met5 | - | 0 | 0
-- metrics by stage --
stage	TNS (ns)	setup WS, ns	util	hold WS (ns)	cells
floorplan	0	1.18	-	1.65	211
global placement	0	0.00994	0.251	2.65	406
detailed placement	-0.0128	-0.00773	0.251	2.65	406
CTS	0	0.0718	0.253	2.65	407
global route	-0.0757	-0.0388	0.254	2.69	407
finish	0	0.120	0.254	2.62	407
-- power breakdown --
part	switching (mW)	total [mW]	leakage [nW]	internal [mW]
logic	0.0973	0.225	0.803	0.128
clock network	0	0	0	0
registers	0	0	0	0
-- worst max-delay path: cells and delay by family --
| family | cells | cell delay [ns] |
|---|---|---|
| simple gates | 4 | 0.87 |
| buf+inv | 3 | 1.12 |
| compound gates | 1 | 0.19 |
-- logic make-up after synthesis --
logic type	synth area share
AND-OR/OR-AND	0.0674
XOR/XNOR	0.496
buffers and inverters	0.104
AND/OR/NAND/NOR	0.333
-- worst max-delay path by stage --
| stage | start | endpoint | slack (ns) |
|---|---|---|---|
| finish | Instr4[3] | ForwardRTD[1] | 0.12 |
| CTS | Instr4[3] | ForwardRSD[1] | 0.07 |
| global route | Instr4[3] | ForwardRSD[1] | -0.04 |
-- Yosys cell counts --
cell,number,area share
a311oi_1,2,0.012
nand3b_1,1,0.0051
o22ai_1,3,0.013
nor4b_2,1,0.010
and2_1,1,0.0042
nor2b_1,2,0.0084
nor4b_1,3,0.018
buf_6,4,0.030
nor2_1,3,0.0076
nor4_1,5,0.021
a21oi_1,1,0.0034
nor4b_4,1,0.016
nor2_2,1,0.0042
nor3_4,1,0.011
inv_1,3,0.0076
and3_1,5,0.021
buf_1,2,0.0051
nand2_1,8,0.020
or2b_4,1,0.0076
o31ai_1,2,0.010
a31oi_1,4,0.017
or4b_4,1,0.0093
xor2_1,51,0.30
nand3_1,13,0.044
or3_1,1,0.0042
nand4b_1,1,0.0059
o221ai_1,1,0.0059
nor3_1,18,0.061
clkbuf_1,24,0.061
nand4_1,13,0.055
xnor2_1,33,0.19
o211a_1,1,0.0067
-- area by class of cell --
cell class,count,area share
repair buffers,93,0.375
inverters,3,0.00460
well taps,133,0.0679
multi-input cells,178,0.553
Power is estimated from default activity; no workload was simulated.
