==> flow/design.v <==
`timescale 1ns / 1ps
module PC(
    input clk,
    input reset,
    input PCWrite,
	 input PCSrc,
	 input [31:0]offset,
	 input [31:0]nPC,
    output reg [31:0] PC0
    );
	initial 
		PC0 <= 32'h00003000; 
	always @(posedge clk)begin
		if(reset) 
			PC0 <= 32'h00003000;
		else if(PCSrc) 
			PC0 <= PC0 + 4 + offset;
		else if(PCWrite) 
			PC0 <= nPC;
		else
			PC0 <= PC0 + 4;
	end
endmodule
==> flow/run.sh <==
#!/bin/bash
# OpenROAD 26Q1-2900-gdf79404cd8, Yosys 0.63+post, stock flow scripts
make -C /OpenROAD-flow-scripts/flow DESIGN_CONFIG=/design/flow/config.mk WORK_HOME=/design/flow/orfs finish
==> flow/config.mk <==
export PLATFORM = sky130hd
export DESIGN_NAME = PC
export DESIGN_NICKNAME = PC
export VERILOG_FILES = /design/flow/design.v
export SDC_FILE = /design/flow/constraint.sdc
export NUM_CORES = 4
export LEC_CHECK = 1
export CORE_UTILIZATION = 30
==> flow/constraint.sdc <==
current_design PC

set clk_period 22.9
set clk_io_pct 0.2

create_clock -name clk0 -period $clk_period [get_ports {clk}]

set non_clock_inputs [all_inputs -no_clocks]
set_input_delay [expr $clk_period * $clk_io_pct] -clock clk0 $non_clock_inputs
set_output_delay [expr $clk_period * $clk_io_pct] -clock clk0 [all_outputs]
==> results_dict.tcl <==
# flow metrics
set metrics [dict create \
    xor_area_frac 0.134 \
    top_area_cell "dfxtp_1" \
    finalMaxSlewViolations 0 \
    syn2layout_area_growth_pct 34.6 \
    fillers 1208 \
    antenna_left 0 \
    rsz0062_at_grt "no" \
    setup_viol 0 \
    ys_sh_simple 0.212 \
    clockBufferDepth 2 \
    min_period_ps 7270 \
    largest-register "PC0" \
    finalCritPeriodShare 0.318 \
    status "complete, no violations" \
    cts_max_level 2 \
    pre_cts_ws_ps 15380 \
    port_buffers 99 \
    diodes 0 \
    grt_overflow_total 0 \
    cp.arrival_ps 7480 \
    synth.cell_area_mm2 0.00378 \
    seqCellArea_um2 641 \
    cts.sinks 32 \
    hpwlAfterDp_um 9750 \
    drt_first_pass_iters 5 \
    dieArea_mm2 0.0131 \
    ys_types 57 \
    drv_cap 0 \
    drive_gt1_frac 0.0645 \
    coreArea_mm2 0.0122 \
    grt_pass1_wl_um 19900 \
    ff_type "dfxtp_1" \
    fp_util 0.311 \
    hold_path.class "flop to flop" \
    gp_congestion 0.952 \
    tightestPinTransition_ps 623 \
    drtIter0Drc 266 \
    fp.dieH_um 114 \
    die_x_um 114 \
    clk_root_buffer_cell "clkbuf_16" \
    cp-end-kind "flop" \
    wirelength_um 12500 \
    aoi_share 0.258 \
    tool_warnings 33 \
    first_global_vias 3803 \
    cts_resized 0 \
    peakVddDrop_mv 0.0414 \
    ys_sh_adder 0.138 \
    vias 3987 \
    synth_warnings 1 \
    synth.avg_cell_area_um2 7.82 \
    antenna_found_initial 0 \
    start_kind "primary input" \
    setup_ws_ps 15630 \
    hold_viol 0 \
    synthTopLogicFamily "AND-OR/OR-AND gates" \
    slew_headroom 0.585 \
    mi_logic_area_mm2 0.00300 \
    yosys_cells 484 \
    finalPower_w 0.000317 \
    synth_flops 32 \
    mux_share 0.0519 \
    cts_buffers 5 \
    p_per_area_mw_per_mm2 62.3 \
    route.detailed.drc 0 \
    cp.required_ps 23110 \
    place_inst 734 \
    post_cts_buffers 0 \
    syn_inst 484 \
    cts_hold_buf 0 \
    top_cell "a21oi_1" \
    setup-tns-final_ps 0 \
    instances_no_fill 742 \
    crit_fanout 4 \
    vias_per_cell 5.37 \
    clk_pin_slew_ps 60 \
    fmax_mhz 137 \
    synth.top_cells.by_area "dfxtp_1 (17%), ha_1 (13%), xnor2_1 (8.3%)" \
    skew_ps 6.87 \
    io_pins 100 \
    cts_tree "yes" \
    grtUsageTotal 0.196 \
    top_cell_area_share 0.169 \
    grt_max_degree 58 \
    async_flop_share 0 \
    synth-edff-count 0 \
    largest_register_ffs 32 \
    wire_per_inst_um 16.9 \
    rows 40 \
    ys_area_mm2 0.00378 \
    top_cells_by_count "a21oi_1 (46), nor2_1 (42), ha_1 (40), xnor2_1 (36), dfxtp_1 (32)" \
    leakage_nw 2.13 \
    top_regs "PC0 (32)" \
    clock_latency_ps 280 \
    holdWs_ps 630 \
    ys_seq_frac 0.169 \
    crit_type "primary input to flop" \
]
[metrics by stage]
stage	cell area, µm²	utilization
floorplan	3780	-
global placement	4930	0.405
detailed placement	4930	0.405
CTS	5090	0.419
global route	5090	0.419
finish	5090	0.419
[layout by cell type (no fill, tap or decap), types with 6 or more instances in the layout]
master            n
nand2_1          30
nand4_1          16
o21ai_0          15
and4_1            6
clkdlybuf4s50_1  98
mux2i_1          14
xor2_1           22
inv_1            15
ha_1             40
dfxtp_1          32
and3_1           12
a21o_1           23
nand3_1          23
xnor2_1          36
a211oi_1         15
o22ai_1           6
nor2_1           42
a21oi_1          46
[power breakdown]
group	leakage, nW	internal (W)	total (W)	switching [W]
clock network	0.0798	0.0000511	0.0000779	0.0000268
logic	1.79	0.0000805	0.000164	0.0000832
registers	0.266	0.0000644	0.0000758	0.0000115
total	2.13	0.000196	0.000317	0.000121
[area by class of cell]
| cell class | instances | area share |
|---|---|---|
| Inverter | 15 | 0.0111 |
| Sequential cell | 32 | 0.126 |
| Tap cell | 168 | 0.0413 |
| Multi-Input combinational cell | 416 | 0.590 |
| Clock inverter | 3 | 0.00835 |
| Timing Repair Buffer | 103 | 0.199 |
| Clock buffer | 5 | 0.0246 |
[critical path, stage by stage]
cell	delay, ps
clkdlybuf4s50_1	460
ha_1	210
inv_1	70
fa_1	400
nor2b_1	220
o211ai_1	150
a2111oi_0	550
a211oi_2	170
o31ai_1	310
xnor2_1	150
nand2_1	70
a21oi_1	140
[per-layer routing]
layer / part of all wire / GRT usage / vias to the layer above
met2: 0.45 / 0.318 / 145
met3: 0.057 / 0.0254 / 11
met4: 0.013 / 0.0165 / 0
li1: - / - / 1965
met1: 0.48 / 0.291 / 1866
met5: 0 / 0 / -
[cell families (layout without fill, tap and decap cells)]
family,Yosys count,count (layout)
AND-OR/OR-AND,142,142
XOR/XNOR,58,58
adder cells (fa/ha/maj),41,41
buffers and inverters,36,126
flip-flops,32,32
multiplexers,19,19
AND/OR/NAND/NOR,156,156
[worst paths after layout]
check | end | startpoint | slack (ps) | cells after the start
worst max-delay path | PC0[24] | offset[0] | 15630 | 12
worst min-delay path | PC0[0] | PC0[0] | 630 | 3
worst max register to register | PC0[29] | PC0[4] | 18880 | 14
worst min register to register | PC0[0] | PC0[0] | 630 | 3
Power figures rest on the tool's default switching activity, not on a simulated workload.
